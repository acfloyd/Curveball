==> flow/design.v <==
module Control(
	input clk,
	input rst,
	input[23:0] paddle_1,
	input[23:0] paddle_2,
	input[23:0] ball,
	input[23:0] frame_score,
	input VGA_ready,
	output reg[15:0] pixel_x,
	output reg[15:0] pixel_y,
	output reg[23:0] color,
	output reg[18:0] address
	);
	localparam[23:0] BLACK = 24'h000000;
	localparam[23:0] GREEN = 24'h00FF00;
	localparam[23:0] BLUE = 24'h0000FF;
	localparam[23:0] RED = 24'hFF0000;
	localparam[23:0] TEAL = 24'h66FFFF;
	localparam[23:0] GRAY = 24'hD3D3D3;
	localparam[23:0] WHITE = 24'hFFFFFF;
	localparam[23:0] GWHITE = 24'hCCFF99;
	reg[15:0] next_x, next_y;
	reg[18:0] next_addr;
	always@(*) begin
		color = BLACK;		 
		if(paddle_1 == BLUE)
			color = BLUE;
		else if(paddle_1 == GRAY) begin	 
			if(ball)
				color = {(ball[23:16] + GRAY[23:16])>>1,(ball[15:8] + GRAY[15:8])>>1,(ball[7:0] + GRAY[7:0])>>1};
			else if(frame_score)
				color = 24'h69E969;
			else if(paddle_2 == RED)
				color = 24'hE96969;
			else if(paddle_2 == GRAY)
				color = GRAY;
			else
				color = 24'h696969;
		end
		else begin		 
			if(ball)
				color = ball;
			else if(frame_score)
				color = frame_score;
			else if(paddle_2)
				color = paddle_2;
		end
	end
	always @( * ) begin
		next_addr = address;
		next_x = pixel_x;
		next_y = pixel_y;
		if (rst) begin
			next_addr = 19'd0;
            next_x = 16'd0; 
			next_y = 16'd0; 
		end
		else if (VGA_ready) begin
			if (address == 19'h4AFFF) begin
				next_addr = 19'd0;
                next_x = 16'd0;
                next_y = 16'd0;
			end
			else if (pixel_x == 16'd639) begin
				next_x = 16'd0;
				next_y = pixel_y + 16'd1;
				next_addr = address + 19'd1;
			end
			else begin
				next_addr = address + 19'd1;
	            next_x = pixel_x + 16'd1;
			end
		end
	end
	always @(posedge clk) begin
		if (rst) begin
			address <= 19'd0;
			pixel_x <= 16'd0;
			pixel_y <= 16'd0;
        end
		else begin
			address <= next_addr;
            pixel_x <= next_x;
            pixel_y <= next_y;
		end
	end
endmodule
==> flow/config.mk <==
export PLATFORM = sky130hd
export DESIGN_NAME = Control
export DESIGN_NICKNAME = Control
export VERILOG_FILES = /design/flow/design.v
export SDC_FILE = /design/flow/constraint.sdc
export NUM_CORES = 4
export LEC_CHECK = 1
export CORE_UTILIZATION = 40
==> flow/constraint.sdc <==
current_design Control

set clk_period 5.8
set clk_io_pct 0.2

create_clock -name clk0 -period $clk_period [get_ports {clk}]

set non_clock_inputs [all_inputs -no_clocks]
set_input_delay [expr $clk_period * $clk_io_pct] -clock clk0 $non_clock_inputs
set_output_delay [expr $clk_period * $clk_io_pct] -clock clk0 [all_outputs]
==> flow/run.sh <==
#!/bin/bash
# OpenROAD 26Q1-2900-gdf79404cd8, Yosys 0.63+post, stock flow scripts
make -C /OpenROAD-flow-scripts/flow DESIGN_CONFIG=/design/flow/config.mk WORK_HOME=/design/flow/orfs finish
==> impl_metrics.py <==
# Synthesis and PnR figures
metrics = {
    "layout": {
        "nFillCells": 764,
        "drive_above_1_share_pct": 4.84,
        "seqCellArea_um2": 1020,
        "syn2layout_area_growth_pct": 52.0,
        "logic_area_um2": 2570,
        "final_core_utilization_pct": 63.7,
        "final_area_um2": 5630,
    },
    "die": {
        "fp_util_pct": 41.9,
        "die_h_um": 98.3,
        "io_pins": 174,
        "core_area_um2": 8850,
        "fp-row-count": 34,
        "die_x_um": 98.3,
        "die-area_um2": 9650,
    },
    "placement": {
        "gp_congestion": 1.06,
        "io_buffers": 173,
        "place_area_um2": 5540,
        "detailed_place_hpwl_mm": 10.5,
        "place_ws_ps": 530,
    },
    "cts": {
        "cts_hold_buf": 0,
        "post_cts_buffers": 0,
        "numClockSinks": 51,
        "cts_tree": "built",
        "cts_root_buf": "clkbuf_8",
        "cts_resized": 0,
        "h-tree-depth": 2,
        "cts_buffers": 5,
        "cts_buffer_depth": 2,
        "clk_pin_slew_ps": 90,
        "clk_latency_ps": 310,
    },
    "setup_path": {
        "worstSetupStartpointType": "input pin",
        "worstSetupPathType": "in2out",
        "cpMaxStageDelayCell": "or4_1",
        "cp_slowest_stage_delay_ps": 570,
        "worstPathArrival_ps": 4160,
        "crit_chain": "clkdlybuf4s50_1 -> nor4_1 -> nand4_1 -> or4_1 -> buf_4 -> nor2_1 -> a221oi_1 -> o21ai_0 -> clkdlybuf4s50_1",
        "cp.required_ps": 4640,
        "endpoint_kind": "primary output",
        "worst-path-max-fanout": 24,
        "cpMostUsedCell": "clkdlybuf4s50_1",
    },
    "final_timing": {
        "fin_skew_ps": 11.4,
        "max_slew_margin_pct": 44.1,
        "hold_viol": 0,
        "setup_tns_ps": 0,
        "tightest_slew_ps": 836,
        "fin_ws_ps": 484,
        "rsz0062_at_grt": "no",
        "fin_crit_sh_pct": 91.7,
        "fmax_ghz": 0.188,
        "slew_violations": 0,
        "finalCriticalPeriod_ps": 5320,
        "setup_viol_count_final": 0,
    },
    "synthesis": {
        "netlist_area_um2": 3710,
        "synth.avg_cell_area_um2": 7.53,
        "top_logic_kind": "simple AND/OR/NAND/NOR gates",
        "ys_cells": 492,
        "ys_types": 58,
        "synth.cellmix.adderShare_pct": 2.70,
        "async_flop_share_pct": 0,
        "synth_cells": 492,
        "numSynthFlops": 51,
        "edf_count": 0,
        "top_cells_by_area": "dfxtp_1, nor2_1, xor2_1",
        "synth_seq_share_pct": 27.5,
        "flop_cell": "dfxtp_1",
        "synthSimpleGateAreaFrac_pct": 34.6,
        "aoi_share_pct": 19.3,
        "yosysTopAreaCell": "dfxtp_1",
        "xor_share_pct": 11.8,
        "yosys_warnings": 1,
        "synth_chip_area_um2": 3710,
        "top_cell_area_share_pct": 27.5,
        "muxShareOfSynthArea_pct": 0.574,
    },
    "hold_path": {
        "hold_class": "reg2reg",
    },
    "power": {
        "peakVddDrop_mv": 0.112,
        "power_density_nw_per_um2": 132,
        "cellLeakagePower_nw": 1.93,
        "p_total_w": 0.000741,
    },
    "global_route": {
        "antenna_found_initial": 0,
        "grt_max_degree": 25,
        "grt-ovfl-total": 0,
        "grt_pass1_vias": 4154,
        "grt_pass1_wl_mm": 21.4,
        "grt_util_all_layers_pct": 28.1,
    },
    "outcome": {
        "status": "finished clean",
    },
    "routing": {
        "wl_mm": 13.2,
        "dr_total_vias": 4408,
        "drt_pass1_iterations": 25,
        "drc_errors": 0,
        "routedWlPerCell_um": 17.2,
        "via_per_inst": 5.73,
        "ant_nets": 0,
        "antenna_cells": 0,
        "drtIter0Drc": 247,
    },
    "job": {
        "drv_cap": 0,
        "openroad.warnings": 28,
    },
}
routing by layer:
layer,track usage (%),up-vias,share of wire (%)
li1,-,2139,-
met1,42.4,1998,45
met2,42.0,240,43
met3,4.72,31,8.6
met4,8.27,0,3.3
met5,0,-,0
cells in the final DEF, fill, tap and decap left out, drive strengths merged, types with 2 or more instances in the layout:
| cell | instances |
|---|---|
| clkdlybuf4s50 | 173 |
| o31ai | 2 |
| nand2b | 4 |
| a31oi | 12 |
| a211oi | 13 |
| nor4 | 17 |
| nor3b | 2 |
| clkbuf | 5 |
| nor2 | 69 |
| ha | 8 |
| xnor2 | 24 |
| and3 | 13 |
| or4 | 3 |
| a2bb2oi | 2 |
| a31o | 2 |
| a21oi | 29 |
| nand2 | 43 |
| nor3 | 15 |
| or2 | 2 |
| and4 | 6 |
| o211ai | 4 |
| and2 | 5 |
| a41oi | 2 |
| or3 | 17 |
| xor2 | 26 |
| nand3 | 20 |
| a21o | 4 |
| buf | 7 |
| inv | 10 |
| a21boi | 2 |
| nor4b | 3 |
| o21ai | 29 |
| nand4 | 20 |
| dfxtp | 51 |
flip-flops by register name (all words and copies together), names as in the netlist:
| name | cells |
|---|---|
| address | 19 |
| pixel_x | 16 |
| pixel_y | 16 |
synth_stat cells (2+ instances only):
| library cell | count |
|---|---|
| o21ai_0 | 29 |
| nand4_4 | 2 |
| and3_1 | 12 |
| o31ai_1 | 2 |
| o211ai_1 | 4 |
| a21o_1 | 4 |
| a41oi_1 | 2 |
| clkbuf_1 | 12 |
| nor3b_1 | 2 |
| or4_1 | 3 |
| nand3_1 | 19 |
| nor4_1 | 16 |
| xnor2_1 | 24 |
| buf_2 | 4 |
| a21boi_0 | 2 |
| inv_1 | 9 |
| nand4_1 | 18 |
| nor3_1 | 15 |
| buf_4 | 2 |
| and2_1 | 5 |
| xor2_1 | 26 |
| nand2_1 | 43 |
| nand2b_1 | 4 |
| nor4b_1 | 3 |
| a21oi_1 | 29 |
| a211oi_1 | 13 |
| dfxtp_1 | 51 |
| nor2_1 | 68 |
| and4_1 | 6 |
| a31oi_1 | 11 |
| ha_1 | 8 |
| a2bb2oi_1 | 2 |
| or3_1 | 15 |
| a31o_2 | 2 |
| or2_2 | 2 |
logic make-up (layout without fill, tap and decap cells):
logic type / after synthesis / after routing
flops: 51 / 51
buf+inv: 28 / 197
fa+ha+maj: 8 / 8
mux: 2 / 2
simple gates: 243 / 243
xor+xnor: 50 / 50
compound gates: 110 / 110
worst paths after layout:
check,from,end,slack (ps),cells after the start
setup / recovery,paddle_1[13],color[2],480,9
hold / removal,address[18],address[18],510,2
setup reg to reg,address[15],pixel_x[4],3440,6
hold reg to reg,address[18],address[18],510,2
per-stage QoR:
step / hold slack, ps / cells
6_report: 506 / 769
5_1_grt: 541 / 769
4_1_cts: 509 / 769
3_5_place_dp: 492 / 761
3_3_place_gp: 465 / 761
2_1_floorplan: 445 / 492
worst max-delay path: cells and delay by family:
family	cells	cell delay, ps
AND-OR/OR-AND	2	310
buffers and inverters	3	1120
AND/OR/NAND/NOR	4	1550
final cells by class:
| type | instances | share of cell area [%] |
|---|---|---|
| sequential | 51 | 18.1 |
| clock buffer | 5 | 1.22 |
| tap | 108 | 2.40 |
| inverter | 9 | 0.600 |
| timing repair buffer | 180 | 31.7 |
| clock inverter | 3 | 0.422 |
| multi-input combinational | 413 | 45.6 |
report_power, final:
part / total (W) / internal [W] / switching [W]
Combinational: 0.000170 / 0.000104 / 0.0000658
Clock: 0.000216 / 0.0000874 / 0.000129
Sequential: 0.000355 / 0.000352 / 0.00000275
Total: 0.000741 / 0.000544 / 0.000197
No activity file was given, so power comes from the tool's default toggle rates.
