## design/flow/config.mk

```make
export PLATFORM = sky130hd
export DESIGN_NAME = Paddle_1
export DESIGN_NICKNAME = Paddle_1
export VERILOG_FILES = /design/flow/design.v
export SDC_FILE = /design/flow/constraint.sdc
export NUM_CORES = 4
export LEC_CHECK = 1
export CORE_UTILIZATION = 30
```

## design/flow/constraint.sdc

```tcl
current_design Paddle_1

set clk_period 15.9
set clk_io_pct 0.2

create_clock -name clk0 -period $clk_period

set non_clock_inputs [all_inputs -no_clocks]
set_input_delay [expr $clk_period * $clk_io_pct] -clock clk0 $non_clock_inputs
set_output_delay [expr $clk_period * $clk_io_pct] -clock clk0 [all_outputs]
```

## design/flow/design.v

```verilog
`timescale 1ns / 1ps
module Paddle_1(
	input[15:0] x_loc,
	input[15:0] y_loc,
	input[15:0] pixel_x,
	input[15:0] pixel_y,
	output reg[23:0] color
    );
	localparam[23:0] BLACK = 24'h000000;
	localparam[23:0] GREEN = 24'h00FF00;
	localparam[23:0] BLUE = 24'h0000FF;
	localparam[23:0] RED = 24'hFF0000;
	localparam[23:0] TEAL = 24'h66FFFF;
	localparam[23:0] GRAY = 24'hD3D3D3;
	localparam[23:0] WHITE = 24'hFFFFFF;
	localparam[23:0] GWHITE = 24'hCCFF99;
  wire[15:0] y_diff_in, x_diff_in; 
  reg[15:0] x_diff, y_diff;
  reg[1:0] quad;
  assign y_diff_in = pixel_y - y_loc;
  assign x_diff_in = pixel_x - x_loc;
  always @( * ) begin
    if (x_diff_in <= 16'd51) begin
      if (y_diff_in <= 16'd38)
        quad = 2'h0;
      else
        quad = 2'h2;
    end
    else begin
      if (y_diff_in <= 16'd38)
        quad = 2'h1;
      else
        quad = 2'h3;
    end
  end
  always @( * ) begin
    case (quad)
      2'h0: begin
        x_diff = x_diff_in;
        y_diff = y_diff_in;
      end
      2'h1: begin
        x_diff = 16'd101 - x_diff_in;
        y_diff = y_diff_in;
      end
      2'h2: begin
        x_diff = x_diff_in;
        y_diff = 16'd75 - y_diff_in;
      end
      2'h3: begin
        x_diff = 16'd101 - x_diff_in;
        y_diff = 16'd75 - y_diff_in;
      end
    endcase
  end
  always @( * ) begin
    color = BLACK;
    if (pixel_x >= x_loc && x_diff_in <= 16'd101 &&
      pixel_y >= y_loc && y_diff_in <= 16'd75) begin
      if (x_diff <= 16'd3) begin
        if (y_diff <= 16'd3) begin
          if (x_diff >= 16'd2 && y_diff >= 16'd2) begin
            if (~(y_diff == 16'd2 && x_diff == 16'd2))
              color = BLUE;
          end
        end
        else if (y_diff >= 16'd4 && y_diff <= 16'd7) begin
          if (~(y_diff <= 16'd5 && x_diff == 16'd0)) begin
            color = BLUE;
          end
        end
        else if (y_diff >= 16'd8 && y_diff <= 16'd38) begin
          color = BLUE;
        end
      end
      else if (x_diff >= 16'd4 && x_diff <= 16'd7) begin
        if (y_diff <= 16'd3) begin
          if (~(y_diff == 16'd0 && x_diff <= 16'd5))
            color = BLUE;
        end
        else if (y_diff >= 16'd4 && y_diff <= 16'd7) begin
          if ((y_diff == 16'd7 && x_diff >= 16'd6) || 
              (y_diff == 16'd6 && x_diff == 16'd7))
            color = GRAY;
          else 
            color = BLUE;
        end
        else if (y_diff >= 16'd8 && y_diff <= 16'd11) begin
          if (x_diff == 16'd4 && y_diff <= 9)
            color = BLUE;
          else
            color = GRAY;
        end
        else if (y_diff >= 16'd12 && y_diff <= 16'd38) begin
          if (y_diff >= 16'd37 && y_diff <= 16'd38)
            color = BLUE;
          else
            color = GRAY;
        end
      end
      else if (x_diff >= 16'd8 && x_diff <= 16'd11) begin
        if (y_diff <= 16'd3)
          color = BLUE;
        else if (y_diff >= 16'd4 && y_diff <= 16'd7) begin
          if (y_diff == 16'd4 && x_diff <= 16'd9)
            color = BLUE;
          else
            color = GRAY;
        end
        else if (y_diff >= 16'd8 && y_diff <= 16'd38) begin
          if (y_diff >= 16'd37 && y_diff <= 16'd38)
            color = BLUE;
          else 
            color = GRAY;
        end
      end
      else if (x_diff >= 16'd12 && x_diff <= 16'd43) begin
        if (y_diff <= 16'd3)
          color = BLUE;
        else if (((y_diff >= 16'd37 && y_diff <= 16'd38) ||
          (x_diff >= 16'd50 && x_diff <= 16'd51) || y_diff <= 16'd3))
          color = BLUE;
        else
          color = GRAY;
      end
      else if (x_diff >= 16'd44 && x_diff <= 16'd47) begin
        if (y_diff <= 16'd3)
          color = BLUE;
        else if (y_diff >= 16'd31 && y_diff <= 16'd34) begin
          if (x_diff >= 16'd45 && x_diff <= 16'd46 && y_diff >= 16'd33)
              color = BLUE;
          else if (x_diff >= 16'd46 && y_diff >= 16'd32 && y_diff <= 16'd33)
              color = BLUE;
          else
            color = GRAY;
        end
        else if (y_diff >= 16'd35 && y_diff <= 16'd38) begin
          if (x_diff <= 16'd45)
            color = BLUE;
          else
            color = GRAY;
        end
        else
          color = GRAY;
      end
      else if (x_diff >= 16'd48 && x_diff <= 16'd51) begin
        if (y_diff <= 16'd3)
          color = BLUE;
        else if (x_diff >= 16'd50 && x_diff <= 16'd51 && y_diff <= 16'd30)
          color = BLUE;
        else if (y_diff >= 16'd31 && y_diff <= 16'd32)
          color = BLUE;
        else
          color = GRAY;
      end
    end
  end
endmodule
```

## design/flow/run.sh

```bash
#!/bin/bash
# OpenROAD 26Q1-2900-gdf79404cd8, Yosys 0.63+post, stock flow scripts
make -C /OpenROAD-flow-scripts/flow DESIGN_CONFIG=/design/flow/config.mk WORK_HOME=/design/flow/orfs finish
```

==> impl_metrics.ini <==
; yosys + openroad results
[run_status]
outcome = finished clean

[final_timing]
final-hold-violation-count = 0
post-route-min-period_ns = 13.06
period_used_pct = 82.2
setup_violations = 0
tightest_slew_ns = 0.855
fin_setup_tns_ns = 0
slew_violations = 0
rsz0062_at_grt = false
max_freq_mhz = 76.6
maxSlewHeadroom_pct = 42.8

[logic_synthesis]
aoi_share_pct = 41.5
synth-simple-area-share_pct = 29.1
ys_seq_share_pct = 0
fa_ha_area_share_pct = 11.6
syn_area_um2 = 4670
synth_cell_types = 97
xor_area_share_pct = 5.04
mux_area_share_pct = 1.88
postSynthAreaPerCell_um2 = 6.70
ys_warn_count = 1
yosys_cells = 697
synthCells = 697
top_logic_kind = AND-OR/OR-AND gates
yosys-stat-area_um2 = 4670

[floorplan]
core_area_um2 = 15200
std_cell_rows = 45
fp.dieH_um = 127
fp_util_pct = 30.7
io_pins = 88
die_w_um = 127
dieArea_um2 = 16100

[setup_path]
cp_cell_sequence = clkdlybuf4s50_1 -> inv_1 -> ha_1 -> fa_1 -> nand2b_1 -> a21oi_1 -> a21oi_1 -> o211ai_1 -> and4_1 -> nand4_1 -> nor2_1 -> xnor2_1 -> or4_1 -> o32ai_1 -> o2111ai_1 -> o211a_1 -> o311a_1 -> a211oi_2 -> clkdlybuf4s50_1
critPathTopFamily = AND-OR/OR-AND gates
setup.worst_path.class = in2out
crit_slowest_cell = nor2_1
cp-start-kind = primary input
cp.arrival_ns = 9.88
critical_path_buf_inv_count = 3
cp.required_ns = 12.72
cp_max_fo = 13
cp_slowest_stage_delay_ns = 0.83
cp-end-kind = output port

[cts]
cts_setup_buffers = 0
cts_resized = 0
ctsHoldBuffers = 0

[routing]
drc = 0
drt_wl_total_um = 13200
n_antenna_cell = 0
dr_total_vias = 5307
ant_nets = 0
viasPerCell = 5.73
firstDrtPassIters = 5
drt_iter0_drc = 297
wl_per_cell_um = 14.3

[grt]
grt_antenna_before_repair = 0
grt_pass1_vias = 4789
track_usage_pct = 16.4
grt_overflow = 0
grt_first_pass_wirelength_um = 22400
grt_max_degree = 15

[hold_path]
worstHoldPathType = in2out

[pwr]
p_per_area_nw_per_um2 = 51.0
ir_drop_v = 0.0000207
leakage_nw = 2.09

[place]
port_buffers = 82
place.gp.congestion = 0.926
dp_hpwl_um = 10900

[cells_and_area]
clkbuf_count = 0
areaGrowthSynthToFinish_pct = 17.3
seqCellArea_um2 = 0
drive_gt1_share_pct = 5.96
final_cell_mix = clkdlybuf4s50_1, a21oi_1, inv_1
utilization_pct = 36.0
design.seq.count = 0
final_common_cell = clkdlybuf4s50_1

[job]
drv_cap = 0
warning_count = 38
where the power goes:
group          internal, W  switching [W]
sequential               0              0
combinational     0.000110       0.000170
clock                    0              0
total             0.000110       0.000170
routing by layer:
| layer | vias to the layer above | routed length, um | global-route usage (%) |
|---|---|---|---|
| met2 | 161 | 6200 | 28.9 |
| met1 | 2365 | 6260 | 22.5 |
| met3 | 26 | 497 | 0.473 |
| met5 | - | 0 | 0 |
| met4 | 0 | 267 | 3.08 |
| li1 | 2755 | - | - |
tightest hold or removal path, stage by stage:
cell	delay, ns
clkdlybuf4s50_1	0.40
ha_1	0.17
o21ai_0	0.25
a211oi_2	0.10
clkdlybuf4s50_1	0.41
path summary, 6_finish.rpt:
kind | startpoint | end | slack [ns] | cells after the start
max | pixel_y[0] | color[9] | 2.84 | 19
min | pixel_x[15] | color[14] | 7.70 | 5
cells by family (layout without fill, tap and decap cells):
logic type | Yosys count | count (layout)
other | 1 | 6
buffers and inverters | 103 | 139
muxes | 8 | 8
xor gates and xnor gates | 26 | 26
and+or+nand+nor | 246 | 246
AOI/OAI and AO/OA | 271 | 271
adders and majority gates | 42 | 42
area by class of cell:
type / instances / area, um2
fill: 1610 / 9730
inverter: 51 / 191
timing repair buffer: 88 / 866
multi-input combinational: 599 / 4180
tap: 188 / 235
synth_stat cells (all sizes together) (4+ instances only):
cell type,number,area (um2)
nand3,24,120
o21a,14,105
nor2b,8,57.6
a21oi,58,320
nor3,21,105
a31oi,10,62.6
clkbuf,17,63.8
a22oi,6,50.1
o2111ai,6,52.6
nor3b,5,37.5
xor2,13,114
or2,9,56.3
a211o,7,70.1
xnor2,13,121
o21ai,53,265
and3,7,43.8
mux2i,5,50.1
buf,35,250
a211oi,14,125
nand2b,8,50.1
and2,11,71.3
o211a,7,70.1
o41ai,5,51.3
o221ai,4,35.0
ha,40,500
nand4,19,125
and4,7,61.3
inv,51,191
o21bai,4,30.0
o31ai,6,50.1
or3,7,48.8
nor2,45,174
o211ai,14,105
or4,4,33.8
nor4,10,62.6
a31o,4,35.0
a311oi,4,35.0
o22ai,10,62.6
nand2,47,176
a21o,9,67.6
through the flow:
stage               cells  hold slack, ns  setup slack [ns]  power [W]  area [um2]
floorplan             702            6.82              4.92   0.000208        4690
CTS                   926            7.72              2.86   0.000277        5480
global route          926            7.77              2.25   0.000311        5480
detailed placement    926            7.71              2.87   0.000275        5480
global placement      926            7.71              3.02   0.000278        5480
finish                926            7.70              2.84   0.000279        5480
Power is estimated from default activity; no workload was simulated.
