**design/flow/config.mk**
```make
export PLATFORM = sky130hd
export DESIGN_NAME = shifter
export DESIGN_NICKNAME = shifter
export VERILOG_FILES = /design/flow/design.v
export SDC_FILE = /design/flow/constraint.sdc
export NUM_CORES = 4
export LEC_CHECK = 1
export CORE_UTILIZATION = 40
```
**design/flow/design.v**
```verilog
module left_logical (In, Cnt, Out);
   input [15:0] In;
   input [3:0]  Cnt;
   output [15:0] Out;
   wire [15:0] First_Out, Second_Out, Third_Out;
   assign First_Out = (Cnt[0]) ? {In[14:0], 1'd0} : In[15:0];
   assign Second_Out = (Cnt[1]) ? {First_Out[13:0], {2{1'b0}}} : First_Out[15:0];
   assign Third_Out = (Cnt[2]) ? {Second_Out[11:0], {4{1'b0}}} : Second_Out[15:0];
   assign Out = (Cnt[3]) ? {Third_Out[7:0], {8{1'b0}}} : Third_Out[15:0];
endmodule
module left_rotate (In, Cnt, Out);
   input [15:0] In;
   input [3:0]  Cnt;
   output [15:0] Out;
   wire [15:0] First_Out, Second_Out, Third_Out;
   assign First_Out = (Cnt[0]) ? {In[14:0], In[15]} : In[15:0];
   assign Second_Out = (Cnt[1]) ? {First_Out[13:0], First_Out[15:14]} : First_Out[15:0];
   assign Third_Out = (Cnt[2]) ? {Second_Out[11:0], Second_Out[15:12]} : Second_Out[15:0];
   assign Out = (Cnt[3]) ? {Third_Out[7:0], Third_Out[15:8]} : Third_Out[15:0];
endmodule
module right_arithmetic (In, Cnt, Out);
   input [15:0] In;
   input [3:0]  Cnt;
   output [15:0] Out;
   wire [15:0] First_Out, Second_Out, Third_Out;
   assign First_Out = (Cnt[0]) ? {In[15], In[15:1]} : In[15:0];
   assign Second_Out = (Cnt[1]) ? {{2{First_Out[15]}}, First_Out[15:2]} : First_Out[15:0];
   assign Third_Out = (Cnt[2]) ? {{4{Second_Out[15]}}, Second_Out[15:4]} : Second_Out[15:0];
   assign Out = (Cnt[3]) ? {{8{Third_Out[15]}}, Third_Out[15:8]} : Third_Out[15:0];
endmodule
module right_logical (In, Cnt, Out);
   input [15:0] In;
   input [3:0]  Cnt;
   output [15:0] Out;
   wire [15:0] First_Out, Second_Out, Third_Out;
   assign First_Out = (Cnt[0]) ? {1'd0, In[15:1]} : In[15:0];
   assign Second_Out = (Cnt[1]) ? {{2{1'd0}}, First_Out[15:2]} : First_Out[15:0];
   assign Third_Out = (Cnt[2]) ? {{4{1'd0}}, Second_Out[15:4]} : Second_Out[15:0];
   assign Out = (Cnt[3]) ? {{8{1'd0}}, Third_Out[15:8]} : Third_Out[15:0];
endmodule
module shifter (In, Cnt, Op, Out);
   input [15:0] In;
   input [3:0]  Cnt;
   input [1:0]  Op;
   output [15:0] Out;
   wire[15:0] out1, out2, out3, out4;
left_rotate lrot (In[15:0], Cnt[3:0], out1[15:0]);
left_logical llog (In[15:0], Cnt[3:0], out2[15:0]);
right_logical rlog (In[15:0], Cnt[3:0], out3[15:0]);
right_arithmetic rarith (In[15:0], Cnt[3:0], out4[15:0]);
assign Out = (Op[1:0] == 2'b00) ? out1[15:0] : (Op[1:0] == 2'b01) ? out2[15:0] 
            : (Op[1:0] == 2'b10) ? out3[15:0] : out4[15:0];
endmodule
```
**design/flow/constraint.sdc**
```tcl
current_design shifter

set clk_period 2.9
set clk_io_pct 0.2

create_clock -name clk0 -period $clk_period

set non_clock_inputs [all_inputs -no_clocks]
set_input_delay [expr $clk_period * $clk_io_pct] -clock clk0 $non_clock_inputs
set_output_delay [expr $clk_period * $clk_io_pct] -clock clk0 [all_outputs]
```
**design/flow/run.sh**
```bash
#!/bin/bash
# OpenROAD 26Q1-2900-gdf79404cd8, Yosys 0.63+post, stock flow scripts
make -C /OpenROAD-flow-scripts/flow DESIGN_CONFIG=/design/flow/config.mk WORK_HOME=/design/flow/orfs finish
```
==> out/metrics.cfg <==
[layout]
fin_cells=521
fin_util=0.7949
nClkBuffers=0
final_layout_size_suffix_gt1_frac=0.5610
area_growth_pct=87.88
fillers=315
flops=0
final_cell_area_mm2=0.004111
seqCellArea_um2=0

[worst_setup_path]
required_ns=2.32
arrival_ns=2.40
start_kind=input port
crit_fanout=7
critPathKind=in -> out
worst_setup_path_end_kind=output pin

[logic_synthesis]
syn-cell-area_mm2=0.002188
top_area_frac=0.1441
postSynthCellCount=301
yosys_warnings=0
ys_cells=301
yosysUniqueCellTypes=56
synthTopCellsByArea=mux4_2 (14%), mux2i_1 (14%), mux2_2 (8.2%)
ys_seq_share=0
yosys_area_mm2=0.002188
yosys.area.top_type=mux4_2
syn_avg_cell_area_um2=7.270

[floorplanning]
die-area_mm2=0.005771
fp_util=0.4231
fp-row-count=26
die_y_um=75.97
design.portCount=38
die_x_um=75.97
core_area_mm2=0.005172

[global_routing]
grt_pass1_vias=3195
overflow=0
grt_pass1_wl_um=17310
grt_usage=0.3913
grt_max_degree=24
grt_antenna_before_repair=0

[place]
gp_congestion=1.020
preCtsSetupSlack_ns=-0.6791
placed_area_mm2=0.003349
dp_cells=489
dp_hpwl_um=7538
io_buffers=38

[routing]
route.detailed.drc=0
post_drt_wl_per_cell_um=22.02
antenna_left=0
num_vias=3399
dr.first_iter.drc_count=273
n_antenna_cell=0
drt_pass1_iterations=5
routed_wirelength_um=11470
via_per_inst=6.524

[pwr]
peakVddDrop_v=0.0001245
power_uw=782.1
p_leak_nw=1.867
p_per_area_mw_per_mm2=190.2

[worst_hold_path]
hold_class=in -> out
holdPathEnd=Out[2]
worstHoldPathCells=4
min_from=Cnt[2]

[timing]
fin_tns_setup_ns=-0.1571
worstMarginPinSlew_ns=0.5387
slew_headroom=0.6399
finalSetupViolCount=2
period_needed_ns=2.979
holdWs_ns=1.713
slew_violations=0
rsz0062_at_grt=yes
max_freq_mhz=335.7
setup_ws_ns=-0.07918
final_hold_viol_count=0
finalCritPeriodShare=1.027

[job]
warning_count=34
drv_cap=0

[status]
violations=setup timing
status=finished, violations left

[clocking]
cts_hold_buf=0

[area by class of cell]
type	count	area, um2	area share
repair buffers	182	1609	0.3914
multi-input cells	263	2392	0.5819
inverters	6	22.52	0.005478
well taps	70	87.58	0.02130
[worst max-delay path by stage]
stage	slack [ns]	to	cells past startpoint	start
CTS	-0.21	Out[1]	9	Cnt[1]
global route	-0.12	Out[5]	10	Cnt[1]
finish	-0.08	Out[5]	9	Cnt[1]
[report_power, final]
group / total, mW / switching [mW] / internal [mW]
Clock: 0 / 0 / 0
Combinational: 0.782 / 0.359 / 0.423
Sequential: 0 / 0 / 0
Total: 0.782 / 0.359 / 0.423
[cell families after synthesis]
family / Yosys count / synth area share
compound gates: 97 / 0.3133
buf+inv: 38 / 0.08232
mux: 62 / 0.3774
simple gates: 104 / 0.2270
[Yosys cell counts, types with 2 or more instances]
| master | instances |
|---|---|
| a221oi_1 | 2 |
| and2_1 | 2 |
| buf_2 | 9 |
| o21bai_1 | 3 |
| mux4_2 | 14 |
| a211o_1 | 4 |
| o221a_2 | 4 |
| o221ai_1 | 4 |
| a22o_1 | 3 |
| o311ai_0 | 3 |
| o21ai_0 | 18 |
| o22ai_1 | 13 |
| and3_1 | 3 |
| mux2_4 | 2 |
| inv_1 | 4 |
| nand2b_1 | 8 |
| mux2_2 | 16 |
| or3_1 | 3 |
| nor2b_1 | 5 |
| a31oi_1 | 5 |
| a21o_1 | 2 |
| mux2i_1 | 30 |
| a21oi_1 | 14 |
| clkbuf_1 | 16 |
| o22a_1 | 3 |
| nor2_1 | 27 |
| a221o_1 | 4 |
| buf_1 | 3 |
| nor3_1 | 8 |
| o211ai_1 | 3 |
| nand2_1 | 30 |
| buf_4 | 2 |
| nand3_1 | 8 |
| or2_2 | 4 |
[layout by cell type (no fill, tap or decap), types with 8 or more instances in the layout]
cell / n
buf_4: 115
nor2_1: 23
a21oi_1: 11
mux2i_1: 18
buf_2: 8
buf_6: 21
mux2_4: 12
o21ai_0: 8
o22ai_1: 9
mux4_2: 14
nand2_1: 28
mux2i_4: 8
nand3_1: 8
[critical path, stage by stage]
cell and delay (ns):
buf_12 0.11, buf_12 0.13, mux2i_4 0.30, buf_6 0.15, a22o_1 0.17, nor2_4 0.05
a22o_1 0.20, a221o_1 0.31, clkdlybuf4s50_1 0.40
[what timing repair did]
action / in CTS / in global routing
endpoints found under the setup margin: 16 / 13
cloned: 2 / 0
buffers inserted: 21 / 12
pin swaps: 37 / 25
gates resized: 158 / 54
[routing by layer]
metal / part of all wire / wire length (um) / up-vias / global-route usage
li1: - / - / 1475 / -
met2: 0.44 / 5043 / 251 / 0.5891
met3: 0.12 / 1331 / 46 / 0.08690
met1: 0.41 / 4677 / 1627 / 0.5779
met5: 0 / 0 / - / 0
met4: 0.037 / 420 / 0 / 0.09615
